==> /design/flow/design.v <==
module task_5(
	input clk, a,
    output reg[2:0] q);
always @(posedge clk) begin
    if (a) begin
            q <= 4'd4;
    end
    else begin
        q <= (q==4'd6) ? 0:q+1;
    end
end
endmodule
==> /design/flow/run.sh <==
#!/bin/bash
# OpenROAD 26Q1-2900-gdf79404cd8, Yosys 0.63+post, stock flow scripts
make -C /OpenROAD-flow-scripts/flow DESIGN_CONFIG=/design/flow/config.mk WORK_HOME=/design/flow/orfs finish
==> /design/flow/config.mk <==
export PLATFORM = sky130hd
export DESIGN_NAME = task_5
export DESIGN_NICKNAME = task_5
export VERILOG_FILES = /design/flow/design.v
export SDC_FILE = /design/flow/constraint.sdc
export NUM_CORES = 4
export LEC_CHECK = 1
export CORE_AREA = 10 10 70 70
export DIE_AREA = 0 0 80 80
==> /design/flow/constraint.sdc <==
current_design task_5

set clk_period 1.7
set clk_io_pct 0.2

create_clock -name clk0 -period $clk_period [get_ports {clk}]

set non_clock_inputs [all_inputs -no_clocks]
set_input_delay [expr $clk_period * $clk_io_pct] -clock clk0 $non_clock_inputs
set_output_delay [expr $clk_period * $clk_io_pct] -clock clk0 [all_outputs]
==> impl_metrics.env <==
# source this file to load flow results
export IMPL_outcome="complete, no violations"
export IMPL_synth_cells=12
export IMPL_num_io_pins=5
export IMPL_routabilityCongestion=0.6511
export IMPL_die_h_um=80
export IMPL_power_frac_clock_pct=43.5
export IMPL_stdcell_count=66
export IMPL_root_buffer="clkbuf_4"
export IMPL_power_switching_mw=0.06501
export IMPL_regMostFlops="q"
export IMPL_enable_flop_cells=0
export IMPL_tightestPinTransition_ns=0.1423
export IMPL_cap_violations=0
export IMPL_ys_area_sq_um=122.6
export IMPL_port_buffers=4
export IMPL_path_class="reg -> out"
export IMPL_stdcell_area_sq_um=246.5
export IMPL_avgRoutedWirePerCell_um=4.470
export IMPL_clk_latency_ns=0.23
export IMPL_clockBufferDepth=2
export IMPL_antenna_found_initial=0
export IMPL_grt_first_pass_wirelength_um=489
export IMPL_synth_flops=3
export IMPL_reg2reg_depth=3
export IMPL_viasPerCell=1.621
export IMPL_p_sw_share_pct=23.16
export IMPL_grt_usage_pct=1.111
export IMPL_report_final_hold_viol_count=0
export IMPL_power_density_nw_per_um2=1139
export IMPL_worstPathCellList="clkdlybuf4s50_1"
export IMPL_common_cells="dfxtp_1 (3), nor2_1 (3), ha_1 (2)"
export IMPL_yosys_cells=12
export IMPL_warnings=26
export IMPL_fin_tns_setup_ns=0
export IMPL_fmax_ghz=0.7021
export IMPL_cts_setup_buffers=0
export IMPL_vias=107
export IMPL_cts_tree="built"
export IMPL_ff_type="dfxtp_1"
export IMPL_worst_path_dominant_cell_family="buffers and inverters"
export IMPL_antenna_left=0
export IMPL_synth_warning_count=1
export IMPL_hold_depth=1
export IMPL_antenna_cells=0
export IMPL_largest_area_cell="dfxtp_1"
export IMPL_max_stage_delay_ns=0.48
export IMPL_drc=0
export IMPL_setup_viol=0
export IMPL_area_delta_synth_final_pct=101.0
export IMPL_hold_path_startpoint="q[0]$_SDFF_PP0_"
export IMPL_largest_reg_flops=3
export IMPL_avgSynthCellArea_sq_um=10.22
export IMPL_drt_iter0_drc=7
export IMPL_synth_top_area_share_pct=48.98
export IMPL_synth_area_top_cells="dfxtp_1 (49%), ha_1 (20%), nor2_1 (9.2%)"
export IMPL_slew_violations=0
export IMPL_hold_path_class="reg -> reg"
export IMPL_grt_max_degree=5
export IMPL_skew_ns=0.0007598
export IMPL_syn_cell_area_sq_um=122.6
export IMPL_fp_util_pct=3.590
export IMPL_period_needed_ns=1.424
export IMPL_ir_worst_vdd_v=0.0001631
export IMPL_die_w_um=80
export IMPL_cts_hold_buf=0
export IMPL_cp_start_kind="flop"
export IMPL_grt_overflow=0
export IMPL_dp_cells=62
export IMPL_hold_slack_ns=0.4687
export IMPL_seqPwrFrac_pct=36.1
export IMPL_synthArstFlopShare_pct=0
export IMPL_slew_headroom_pct=90.50
export IMPL_routed_wl_um=295
export IMPL_fin_crit_sh_pct=83.78
export IMPL_arrival_ns=1.08
export IMPL_rsz0062_at_grt="false"
export IMPL_core_area_sq_um=3416
export IMPL_clkSinkCount=3
export IMPL_r2r_slack_ns=0.66
export IMPL_synth_cell_type_count=7
export IMPL_htree_levels=1
export IMPL_min_to="q[0]$_SDFF_PP0_"
export IMPL_reg2reg_to="q[2]$_SDFF_PP1_"
export IMPL_grt_pass1_vias=111
export IMPL_slowest_stage="clkdlybuf4s50_1"
export IMPL_endpoint_kind="primary output"
export IMPL_power_internal_mw=0.2157
export IMPL_drt_first_pass_iters=3
export IMPL_path_clk_slew_ns=0.03
export IMPL_r2r_start="q[0]$_SDFF_PP0_"
export IMPL_dpl_cell_area_sq_um=220.2
export IMPL_p_leak_nw=0.09199
export IMPL_drive_gt1_share_pct=15.00
export IMPL_synth_seq_share_pct=48.98
export IMPL_cp_required_ns=1.36
export IMPL_p_comb_share_pct=20.4
export IMPL_cp_max_fo=4
export IMPL_num_rows=21
export IMPL_chipArea_sq_um=6400
export IMPL_ctsResizeCount=0
export IMPL_numCtsBuffers=3
export IMPL_reg_top3="q x3"
export IMPL_cp_num_buf_inv=1
power groups by stage:
stage,sequential (mW),combinational (mW),clock [mW]
4_1_cts,0.101,0.0584,0.130
5_1_grt,0.104,0.0662,0.139
6_report,0.101,0.0572,0.122
metal layers:
metal	GRT usage, %	vias up	part of all wire [%]
met1	0.7973	45	36
met3	2.159	0	31
li1	-	55	-
met5	0	-	0
met4	0.5282	0	0
met2	1.124	7	33
kinds of logic (layout without fill, tap and decap cells):
family / Yosys count / after routing / synth area share [%]
flops: 3 / 3 / 48.98
buf+inv: 1 / 9 / 3.058
simple gates: 4 / 4 / 14.29
fa+ha+maj: 2 / 2 / 20.40
compound gates: 2 / 2 / 13.27
cells in the final DEF, fill, tap and decap left out:
| master | instances |
|---|---|
| clkbuf_4 | 3 |
| inv_1 | 1 |
| ha_1 | 2 |
| a21o_1 | 1 |
| dfxtp_1 | 3 |
| nor2b_1 | 1 |
| clkdlybuf4s50_1 | 4 |
| clkbuf_1 | 1 |
| a211o_1 | 1 |
| nor2_1 | 3 |
worst max path at each step:
stage,from,endpoint,slack (ns),cells past startpoint
4_1_cts,q[0]$_SDFF_PP0_,q[0],0.26,1
5_1_grt,q[2]$_SDFF_PP1_,q[2],0.22,1
6_report,q[0]$_SDFF_PP0_,q[0],0.28,1
layout make-up:
| type | count | area, sq um |
|---|---|---|
| Inverter | 1 | 3.754 |
| Fill cell | 404 | 3169 |
| Tap cell | 46 | 57.56 |
| Sequential cell | 3 | 60.06 |
| Timing Repair Buffer | 4 | 40.04 |
| Multi-Input combinational cell | 8 | 58.81 |
| Clock buffer | 4 | 26.28 |
per-stage QoR:
| step | setup slack [ns] | total power [mW] | utilization, % |
|---|---|---|---|
| after CTS | 0.2642 | 0.2894 | 7.216 |
| after global routing | 0.2174 | 0.3091 | 7.216 |
| after detailed placement | 0.5161 | 0.1603 | 6.447 |
| final | 0.2758 | 0.2807 | 7.216 |
| after floorplan | 0.7227 | 0.1212 | - |
| after global placement | 0.5308 | 0.1563 | 6.447 |
No activity file was given, so power comes from the tool's default toggle rates.
