## flow/design.v

```verilog
    module bit16_adder(input [15:0]a, input [15:0]b, input cin, output [15:0] sum, output cout);
    assign sum = a + b + cin, cout = a[15] & b[15] & sum[15] | (a[15] ^ b[15]) & ~sum[15];
    endmodule
    module part_3_top_module (input [31:0]a, input [31:0]b, input cin, output [31:0] sum, output cout);
    wire noth, cout;
    bit16_adder fr(a[15:0], b[15:0], 1'b0, sum[15:0], cout);
    bit16_adder sc(a[31:16], b[31:16], cout, sum[31:16], noth);
endmodule
```

## flow/run.sh

```bash
#!/bin/bash
# OpenROAD 26Q1-2900-gdf79404cd8, Yosys 0.63+post, stock flow scripts
make -C /OpenROAD-flow-scripts/flow DESIGN_CONFIG=/design/flow/config.mk WORK_HOME=/design/flow/orfs finish
```

## flow/config.mk

```make
export PLATFORM = sky130hd
export DESIGN_NAME = part_3_top_module
export DESIGN_NICKNAME = part_3_top_module
export VERILOG_FILES = /design/flow/design.v
export SDC_FILE = /design/flow/constraint.sdc
export NUM_CORES = 4
export LEC_CHECK = 1
export CORE_AREA = 10 10 86 86
export DIE_AREA = 0 0 96 96
```

## flow/constraint.sdc

```tcl
current_design part_3_top_module

set clk_period 21.9
set clk_io_pct 0.2

create_clock -name clk0 -period $clk_period

set non_clock_inputs [all_inputs -no_clocks]
set_input_delay [expr $clk_period * $clk_io_pct] -clock clk0 $non_clock_inputs
set_output_delay [expr $clk_period * $clk_io_pct] -clock clk0 [all_outputs]
```

==> run notes <==
fresh numbers from the pnr run: Period minus WS final=13320 ps, first-pass GRT wire length=7.64 mm, final cell count without fillers=344, largest net degree at the start of global routing=7, share of cells above drive strength 1=2.94%, Core Footprint=5540 sq um, element type at the critical path start=primary input, Min-Delay Endpoint=sum[0], LEAKAGE=0.00105 uW, setup_tns=0 ps, # diodes=0, CP Class=in -> out, Critical Path RT=17520 ps, area reported by Yosys stat=1380 sq um, Routed WL=4.69 mm, worst-path cell chain=clkdlybuf4s50_1 -> ha_1 -> a211oi_2 -> o21ai_2 -> a31oi_4 -> o211ai_1 -> a221o_1 -> maj3_2 -> fa_1 -> fa_1 -> a21o_1 -> nand4_1 -> a31oi_1 -> a21bo_1 -> a21oi_1 -> xnor2_1 -> clkdlybuf4s50_1, Flop area=0 sq um, met3 WL=364 um, cells in synth_stat.txt=175, CTS Hold Buffers Added=0, Crit. Startpoint=a[1], hold slack=9800 ps, Yosys top cell by area=ha_1, uppermost layer routed=met4, Via Count=1571, IO Pins=98, DR WL/cell=13.6 um, initial drt markers=48, Seq cells=0, Commonest Layout Cell=clkdlybuf4s50_1, Via density=4.57, # port buffers=97, critical path's largest stage delay=490 ps, worst hold path startpoint=b[0], Post-Syn Area=1380 sq um, Setup Fix Bufs, Post-CTS=0, Slew HR=74.5%, # fillers=561, post-synthesis sequential area ratio=0%, crit-path max FO=4, initial core utilization=24.9%, outcome=complete, no violations, met1 WL=2.05 mm, metal2 WL=2.23 mm, Ys Warns=0, final setup violation count=0, synth unique cells=40, Remaining Overflow, GRT=0, Pwr Density=31.9 nW/um^2, Vert. Die Dim=96 um, CP Capture Type=primary output, row count=27, Crit-path slowest cell=clkdlybuf4s50_1, clock buffer count=0, tool warnings=33, DRC violations left=0, Post-Synthesis Cells=175, Hold Crit Class=in -> out, drt first pass iters=4, Slew Limit Fails=0, Overall Global Routing Usage=9.99%, max_cap viols=0, GPL Wtd Cong=0.814, Dominant cell area share=27.2%, Hold Path Depth=3, Top Layout Cells=clkdlybuf4s50_1 (97), ha_1 (30), a21oi_1 (17), xnor2_1 (17), a21o_1 (16), initial antenna violation count=0, worst vdd rail ir drop=0.0122 mV, Cells after DPL=344, DIE AREA=9220 sq um, actual slew at the worst max-slew pin=381 ps, CTS-repair resized insts=0, unrepaired setup endpoints after global routing=false, period utilisation layout=60.8%, number of nets with antenna violations after routing=0, Fmax=75.1 MHz, Top area cell types=ha_1 (27%), xnor2_1 (11%), a21o_1 (8.7%), Final Hold Fails=0, Syn Area/Cell=7.88 sq um, vias in the first global route=1585, DP Wirelength=4.32 mm, Die X=96 um, Arr. time, crit path=8940 ps, Area growth, synth to finish=77.0%
[critical path, delay by kind of cell]
family	cells	cell delay, ps
AOI/OAI and AO/OA	9	1840
xor gates and xnor gates	1	130
adders and majority gates	4	1520
buffers and inverters	2	940
and+or+nand+nor	1	110
[stage by stage]
step / area [sq um] / setup slack, ps / total power (uW) / util [%]
after CTS: 2440 / 8550 / 79.4 / 44.0
after global placement: 2440 / 8560 / 78.9 / 44.0
after floorplan: 1380 / 9870 / 33.9 / -
final: 2440 / 8580 / 77.9 / 44.0
after detailed placement: 2440 / 8550 / 78.8 / 44.0
after global routing: 2440 / 8220 / 86.7 / 44.0
[cell usage after synthesis, drive strengths merged, types with 2 or more instances]
master / n
xnor2: 17
nand4: 3
o21ai: 9
xor2: 9
o211ai: 3
a31oi: 5
fa: 3
nand2b: 2
a21o: 16
nor3: 6
nand3: 4
nand2: 11
a211oi: 3
nor2: 15
a31o: 2
ha: 30
and3: 4
a21oi: 18
[layout make-up]
cell class         count  area (sq um)  share of cell area, %
inverters              1          3.75                  0.154
multi-input cells    174          1380                   56.4
well taps             72          90.1                   3.69
repair buffers        97           971                   39.8
[where the power goes]
group | internal (uW) | switching, uW
clock network | 0 | 0
logic | 50.3 | 27.5
registers | 0 | 0
total | 50.3 | 27.5
[routing by layer]
metal	GRT usage, %	vias up
met4	0.737	0
met3	2.44	2
li1	-	871
met5	0	-
met2	17.0	39
met1	13.0	659
[worst max path at each step]
stage | endpoint | slack [ps] | cells past startpoint
final | sum[30] | 8580 | 17
after global routing | sum[30] | 8220 | 17
after CTS | sum[30] | 8550 | 17
[kinds of logic (layout without fill, tap and decap cells)]
family / count (synthesis) / after routing / share of synthesized area [%]
xor+xnor: 26 / 26 / 16.5
fa+ha+maj: 34 / 34 / 32.4
simple gates: 52 / 52 / 18.5
mux: 1 / 1 / 0.726
compound gates: 61 / 61 / 31.6
buf+inv: 1 / 98 / 0.272
No activity file was given, so power comes from the tool's default toggle rates.
